===== ./design.v =====
module exam4(rst,clk,rw,rs,en,intr_n,cs_n,rd_n,wr_n,adata,dataout,en_s);
 output cs_n,rd_n,wr_n;
 input clk,rst;
 input[7:0] adata;
 output rs,en,rw;
 input intr_n;
 output reg[7:0] dataout; 
 output reg[7:0] en_s; 
 reg[15:0] cnt_scan;
 reg rs,en_sel;
 reg [7:0] data;
 reg [7:0] shi,fen,miao;
 reg [31:0]count,count1;  
 reg lcd_clk;
 reg [7:0] one_1,one_2,one_3,one_4,one_5,one_6,one_7,one_8,one_9,one_10,one_11,one_12,one_13,one_14,one_15,one_16;
 reg [7:0] two_1,two_2,two_3,two_4,two_5,two_6,two_7,two_8,two_9,two_10,two_11,two_12,two_13,two_14,two_15,two_16;
 reg [7:0] next,xianshi,two;
 reg[1:0] idle,start,start_wait,convert,acurrent_state,anext_state;
 reg[15:0] delay;
 reg cs_n,rd_n,wr_n;
 reg[7:0] data_reg;
 reg read_flag;
 integer xval; 
   always @ (posedge lcd_clk or negedge rst) begin
              if(!rst) begin
                     acurrent_state <= 0;     
                     delay <= 0;
                     data_reg  <= 0;
                     end
              else begin
                     case(acurrent_state)
                            idle: begin
                             if(delay<10) begin
                               delay <= delay+1; end                                  else begin
                                  acurrent_state <= anext_state;                                    delay <= 0; end
                                          end
                            start:  begin
                                acurrent_state <= anext_state;
                                end
                            start_wait: begin
                               acurrent_state <= anext_state;
                               end
                           convert:  begin
                               if(delay<2) begin
                                 delay <= delay+1; end
                                  else begin
                                    data_reg <= adata;
                                    acurrent_state <= anext_state;
                                    delay <= 0; end
                                    end
                            default: ;
                            endcase
                     end
       end 
       always @ (acurrent_state or intr_n or rst) begin
              if(!rst) begin
                     idle <= 0;
                     start <= 1;
                     start_wait <= 2;
                     convert <= 3;      
                     read_flag <= 0;
                    end
              else begin
                     case (acurrent_state)
                            idle: begin
                                   cs_n <= 1;
                                   wr_n <= 1;
                                   rd_n <= 1;
                                   read_flag <= 0;
                                   anext_state <= start; end
                            start: begin
                                   cs_n <= 0;
                                   wr_n <= 0;
                                   rd_n <= 1;
                                   read_flag <= 0;
                                   anext_state <= start_wait; end
                            start_wait: begin
                                   wr_n <= 1;
                                   cs_n <= 1;
                                   rd_n <= 1;
                                   read_flag <= 0;
                         if(!intr_n)       anext_state <= convert;
                           else anext_state <= start_wait;
                                   end
                            convert: begin
                                   cs_n <= 0;
                                   rd_n <= 0;
                                   wr_n <= 1;
                                   read_flag <= 1;
                                  anext_state <= idle; end
                            default: anext_state <= idle;
                            endcase
                     end
       end 
  always @(posedge clk) begin
		if(!rst)cnt_scan<=0;
		else begin cnt_scan<=cnt_scan+1;end
		xval = data_reg*2;
		case(cnt_scan[15:13])
       3'b000 :en_s = 8'b1111_1110;
       3'b001 :en_s = 8'b1111_1101;
       3'b010 :en_s = 8'b1111_1011;
       3'b011 :en_s = 8'b1111_0111;
       3'b100 :en_s = 8'b1110_1111;
       3'b101 :en_s = 8'b1101_1111;
       3'b110 :en_s = 8'b1011_1111;
       3'b111 :en_s = 8'b0111_1111;
		endcase
		case(en_s)
		8'b11110111:begin
		xval = xval/100;
		case (xval%10) 
		0 : one_11 = 8'b00111111;
		1 : one_11 = 8'b00000110;
		2 : one_11 = 8'b01011011;
		3 : one_11 = 8'b01001111;
		4 : one_11 = 8'b01100110;
		5 : one_11 = 8'b01101101;
		6 : one_11 = 8'b01111101;
		7 : one_11 = 8'b00000111;
		8 : one_11 = 8'b01111111;
		9 : one_11 = 8'b01101111;
		endcase
		dataout=one_11;
		end
		8'b11111011:dataout=8'b10000000;
		8'b11111101:begin 
		xval = xval/10;
		case (xval%10) 
		0 : one_13 = 8'b00111111;
		1 : one_13 = 8'b00000110;
		2 : one_13 = 8'b01011011;
		3 : one_13 = 8'b01001111;
		4 : one_13 = 8'b01100110;
		5 : one_13 = 8'b01101101;
		6 : one_13 = 8'b01111101;
		7 : one_13 = 8'b00000111;
		8 : one_13 = 8'b01111111;
		9 : one_13 = 8'b01101111;
		endcase
		dataout=one_13;
		end
		8'b1111_1110:begin 
		case (xval%10) 
		0 : one_14 = 8'b00111111;
		1 : one_14 = 8'b00000110;
		2 : one_14 = 8'b01011011;
		3 : one_14 = 8'b01001111;
		4 : one_14 = 8'b01100110;
		5 : one_14 = 8'b01101101;
		6 : one_14 = 8'b01111101;
		7 : one_14 = 8'b00000111;
		8 : one_14 = 8'b01111111;
		9 : one_14 = 8'b01101111;
		endcase
		dataout=one_14;
		end
	 endcase
end
 always @(posedge clk )  
 begin
  count<=count+1;
  if(count==250000)
  begin
   count<=0;
   lcd_clk<=~lcd_clk;
  end
 end
 always @(posedge clk or negedge rst ) 
 begin
  if(!rst)
  begin
   shi<=0;fen<=0;miao<=0;
   count1<=0;
  end
  else
  begin
   en_sel<=1;
   two_7<= (shi/10)+8'b00110000;
   two_8<= (shi%10)+8'b00110000;
   two_10<=(fen/10)+8'b00110000;
   two_11<=(fen%10)+8'b00110000;
   two_13<=(miao/10)+8'b00110000;
   two_14<=(miao%10)+8'b00110000;
   count1<=count1+1'b1;
   if(count1==49999999)      
   begin
    count1<=0;
    miao<=miao+1;
    if(miao==59)
    begin
     miao<=0;
     fen<=fen+1;
     if(fen==59)
     begin
      fen<=0;
      shi<=shi+1;
      if(shi==23)
      begin
       shi<=0;
      end
     end
    end
   end
  end   
 end
endmodule

===== ./constraint.sdc =====
current_design exam4

set clk_period 7.5
set clk_io_pct 0.2

create_clock -name clk0 -period $clk_period [get_ports {clk}]

set non_clock_inputs [all_inputs -no_clocks]
set_input_delay [expr $clk_period * $clk_io_pct] -clock clk0 $non_clock_inputs
set_output_delay [expr $clk_period * $clk_io_pct] -clock clk0 [all_outputs]

===== ./run.sh =====
#!/bin/bash
# OpenROAD 26Q1-2900-gdf79404cd8, Yosys 0.63+post, stock flow scripts
make -C /OpenROAD-flow-scripts/flow DESIGN_CONFIG=/design/flow/config.mk WORK_HOME=/design/flow/orfs finish

===== ./config.mk =====
export PLATFORM = sky130hd
export DESIGN_NAME = exam4
export DESIGN_NICKNAME = exam4
export VERILOG_FILES = /design/flow/design.v
export SDC_FILE = /design/flow/constraint.sdc
export NUM_CORES = 4
export LEC_CHECK = 1
export CORE_UTILIZATION = 50

==> summary.txt <==
Implementation numbers.

- The number of fill cells in the layout is 1369.
- Counting tap cells, the placed design contains a total of 1128 instances.
- In the log, the iteration count for the first detailed-route pass is 5.
- The initial core utilization is 51.0%.
- The origin of the worst setup path is rst.
- The data required time of the critical path is 7.73 ns.
- The average detailed-routed wire length per instance is 15.2 um.
- Entering global routing, the biggest net connects 46 pins.
- After clock tree synthesis, the clock-pin slew on the worst setup and hold paths is 0.07 ns.
- The count of mapped cells out of synthesis is 916.
- The H-tree was split into 3 levels.
- The number of max-slew violations in the final report is 0.
- Setup repair after global routing left no endpoint under its margin.
- The timer found 31 register pins that no clock reaches; their paths are not timed.
- The last weighted congestion value of the routability-driven placer is 0.930.
- The number of synthesis warnings is 4.
- The number of input and output port buffers inserted is 29.
- The final count of hold timing violations is 0.
- In this run the power density over the cells is 120 nW/um^2.
- In the routed layout, each cell is associated on average with a via count of 5.83.
- After routing, the total negative slack on setup checks comes to 0 ns.
- The final setup violation count is 0.
- According to the floorplan report, the die height is 129 um.
- The vias after detailed routing is 6675.
- The routed design uses 8220 um of met2 wire.
- The floorplan die width is 129 um.
- The number of antenna cells inserted is 0.
- The number of buffers inserted by hold repair at cts is 0.
- Yosys reported a register bit count of 138.
- The commonest register cell after synthesis is sky130_fd_sc_hd__dfxtp_1.
- The number of unconstrained endpoints is 34.
- The share of layout cells above drive strength 1 is 8.08%.
- In this run the critical path is formed by clkdlybuf4s50_1, buf_4, nor2b_1, nor2b_1, nand2_1.
- The number of CTS-inserted buffers is 9.
- The clock tree from TritonCTS is yes.
- The post-CTS setup buffer count is 0.
- After floorplanning, the core was sized to cover 15800 um^2.
- The global-route wire length before repair is 29500 um.
- After the flow finishes, the layout carries non-filler instances totaling 1144.
- According to the hold report, the worst path is of the register to register type.
- The floorplan has 46 rows.
- The final critical delay including setup and external delays is 2.76 ns.
- The count of antenna-violating nets left after detailed routing is 0.
- The skew report gives the latency at the later pin of the worst-skew pair as 0.35 ns.
- The cell total in the yosys stat output is 916.
- Compared with the post-synthesis result, the final layout area differs by 8.35%.
- For this block, the initial DRC count from the detailed router was 548.
- The post-cts gate resize count is 0.
- The highest layer used for signal routing is met4.
- The OpenROAD report gives the critical path a data arrival time of 2.99 ns.
- For this run the aggregate overflow at the end of global routing stands at 0.
- For the worst flop-to-flop path, the logic depth is 7.
- Across the routed clock network, the largest skew measured is 0.0129 ns.
- The top cell types in the final layout, fill and taps aside, are sky130_fd_sc_hd__dfxtp_1 (98), sky130_fd_sc_hd__nor2_1 (91), sky130_fd_sc_hd__nand2_1 (78), sky130_fd_sc_hd__nand3_1 (43), sky130_fd_sc_hd__o21ai_0 (41).
- The stat command in Yosys gives a chip area of 8050 um^2.
- The synthesized design contains 9 enable-type register cells.
- The most numerous cell on the critical path is sky130_fd_sc_hd__nor2b_1.
- STA classifies the critical path startpoint as an input pin.
- Per the detail_route log, met3 wirelength is 595 um.
- The worst-case max-slew headroom was logged as 42.9%.
- The setup check on the worst reg-to-reg path leaves a slack of 5.06 ns.
- The synthesized area divided by synthesized cell count is 8.79 um^2.
- Along the worst path, the maximum fanout reaches 45.
- For this design the static power due to leakage is 3.40 nW.
- The root buffer selected by CTS is sky130_fd_sc_hd__clkbuf_16.
- STA on the placed design reports a worst setup slack of 4.36 ns.
- The portion of the clock cycle consumed by the worst path in the final layout is 36.9%.
- The global-route usage over all layers is 22.6%.
- The I/O pin count is 33.
- Counting only logic cells after layout, the most numerous master is sky130_fd_sc_hd__dfxtp_1.
- The number of global-route vias before repair is 6090.
- The number of max-cap violations is 0.
- The area of the die is 16600 um^2.
- According to the dpl log, the detail-placed design has an HPWL of 12700 um.
- The flow ran to the end, and the final reports show no timing, DRC or antenna violations.
- For this block, the routed nets add up to 17400 um of wire.
- The transition at the pin with the smallest max-transition slack is 0.845 ns.
- The initial antenna violation count came to 0.
- The maximum vdd drop is 0.107 mV.
- The worst setup slack after layout is 4.74 ns.
- The logs give a warning total of 38.
- Looking at the clock tree report, the maximum root-to-sink buffer count equals 2.
- In this design, the stage delay of the slowest critical-path cell is 0.45 ns.
- The routed layout reports a DRC error count of 0.
- Counting flops with an async set or reset pin after synthesis yields a share of 18.8%.
- By startpoint and endpoint, the worst setup path is classified as input pin to register.
- Among all stages on the critical path, the largest delay is contributed by sky130_fd_sc_hd__clkdlybuf4s50_1.
- The distinct cell type count after synthesis is 108.
- The worst setup path is captured at a register.
- Summing every instance area after synthesis gives 8050 um^2.
- Based on the critical path, the design can be clocked at up to 0.362 GHz.
- The routed wirelength on the met1 layer is recorded as 8420 um.
-- synth_stat cells, drive strengths merged, types with 6 or more instances --
library cell   n  area, um^2
a211oi        10        85.1
a21o           9        67.6
a21oi         30         169
a31oi         16         100
and2          15        93.8
and3          18         113
buf           22         161
clkbuf        17        63.8
dfrtp         26         651
dfxtp         98        1960
edfxtp         9         270
ha            24         300
inv           36         135
mux2          13         146
mux2i          6        63.8
nand2         82         318
nand2b        13        81.3
nand3         44         233
nand4         10        62.6
nor2          91         342
nor2b         20         125
nor3          19         110
nor4          23         174
o211ai        10        75.1
o21ai         44         224
o22ai          6        37.5
o41ai          7        68.8
or2            6        37.5
or3            9        56.3
xnor2         37         324
xor2          17         149
-- metrics by stage --
| step | total power [mW] | cell area [um^2] | util (%) | hold WS, ns |
|---|---|---|---|---|
| after floorplan | 0.596 | 8060 | - | 0.330 |
| after global placement | 0.604 | 8430 | 53.4 | 0.340 |
| after detailed placement | 0.604 | 8430 | 53.4 | 0.340 |
| after CTS | 1.06 | 8720 | 55.3 | 0.354 |
| after global routing | 1.08 | 8720 | 55.3 | 0.357 |
| final | 1.05 | 8720 | 55.3 | 0.352 |
-- cell type report --
type | count | area (um^2) | area share (%)
timing repair buffer | 33 | 320 | 3.67
inverter | 39 | 148 | 1.69
tap | 216 | 270 | 3.10
clock buffer | 11 | 243 | 2.78
clock inverter | 5 | 48.8 | 0.560
multi-input combinational | 702 | 4730 | 54.3
sequential | 138 | 2960 | 33.9
-- how the worst min path moves through the flow --
stage,slack [ns],start,endpoint,cells past startpoint
finish,0.35,register,en_s[4],0
global route,0.36,register,en_s[4],0
CTS,0.35,register,en_s[4],0
-- cells by family after synthesis --
family	count (synthesis)	synth area share, %
XOR/XNOR	54	5.88
adder cells (fa/ha/maj)	26	4.03
buffers and inverters	78	4.63
AND/OR/NAND/NOR	376	24.6
AND-OR/OR-AND	224	21.5
flip-flops	133	35.8
latches	5	0.933
multiplexers	19	2.61
other	1	0.0466
-- critical path: cells and delay by family --
family	cells	cell delay [ns]
buffers and inverters	2	0.85
AND/OR/NAND/NOR	3	0.63
-- where the power goes --
| part | internal, mW | total, mW | switching (mW) |
|---|---|---|---|
| Combinational | 0.00682 | 0.0128 | 0.00593 |
| Clock | 0.243 | 0.458 | 0.215 |
| Sequential | 0.577 | 0.578 | 0.00132 |
| Total | 0.826 | 1.05 | 0.223 |
-- layer usage --
metal / vias to the layer above / GRT usage, %
li1: 3381 / -
met4: 0 / 2.21
met3: 11 / 2.33
met5: - / 0
met2: 135 / 36.3
met1: 3148 / 35.3
Power and IR drop assume default switching activity.
