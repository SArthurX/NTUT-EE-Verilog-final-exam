### flow/design.v
module exam5(rst,clk,rw,rs,en,intr_n,cs_n,rd_n,wr_n,adata,dataout,en_s);
 output cs_n,rd_n,wr_n;
 input clk,rst;
 input[7:0] adata;
 output rs,en,rw;
 input intr_n;
 reg rs,en_sel;
 reg [7:0] data;
 reg [7:0] shi,fen,miao;
 reg [31:0]count,count1; 
 reg lcd_clk;
 reg [7:0] one_1,one_2,one_3,one_4,one_5,one_6,one_7,one_8,one_9,one_10,one_11,one_12,one_13,one_14,one_15,one_16;
 reg [7:0] two_1,two_2,two_3,two_4,two_5,two_6,two_7,two_8,two_9,two_10,two_11,two_12,two_13,two_14,two_15,two_16;
 reg [7:0] next,xianshi,two;
 reg[1:0] idle,start,start_wait,convert,acurrent_state,anext_state;
 reg[15:0] delay;
 reg cs_n,rd_n,wr_n;
 reg[7:0] data_reg;
 reg read_flag;
 integer xval; 
output reg[7:0] dataout; 
output reg[7:0] en_s; 
reg key_1;
reg key_2;
reg[15:0] cnt_scan;
 always @ (posedge lcd_clk or negedge rst) begin
              if(!rst) begin
                     acurrent_state <= 0;     
                     delay <= 0;
                     data_reg  <= 0;
                     end
              else begin
                     case(acurrent_state)
                            idle: begin
                             if(delay<10) begin
                               delay <= delay+1; end                                  else begin
                                  acurrent_state <= anext_state;                                    delay <= 0; end
                                          end
                            start:  begin
                                acurrent_state <= anext_state;
                                end
                            start_wait: begin
                               acurrent_state <= anext_state;
                               end
                           convert:  begin
                               if(delay<2) begin
                                 delay <= delay+1; end
                                  else begin
                                    data_reg <= adata;
                                    acurrent_state <= anext_state;
                                    delay <= 0; end
                                    end
                            default: ;
                            endcase
                     end
       end 
       always @ (acurrent_state or intr_n or rst) begin
              if(!rst) begin
                     idle <= 0;
                     start <= 1;
                     start_wait <= 2;
                     convert <= 3;      
                     read_flag <= 0;
                    end
              else begin
                     case (acurrent_state)
                            idle: begin
                                   cs_n <= 1;
                                   wr_n <= 1;
                                   rd_n <= 1;
                                   read_flag <= 0;
                                   anext_state <= start; end
                            start: begin
                                   cs_n <= 0;
                                   wr_n <= 0;
                                   rd_n <= 1;
                                   read_flag <= 0;
                                   anext_state <= start_wait; end
                            start_wait: begin
                                   wr_n <= 1;
                                   cs_n <= 1;
                                   rd_n <= 1;
                                   read_flag <= 0;
                         if(!intr_n)       anext_state <= convert;
                           else anext_state <= start_wait;
                                   end
                            convert: begin
                                   cs_n <= 0;
                                   rd_n <= 0;
                                   wr_n <= 1;
                                   read_flag <= 1;
                                  anext_state <= idle; end
                            default: anext_state <= idle;
                            endcase
                     end
       end    
always @(posedge clk) 
begin
if(!rst)cnt_scan<=0;
else begin cnt_scan<=cnt_scan+1;end
case(cnt_scan[15:13])
       3'b000 :en_s = 8'b11111110;
       3'b001 :en_s = 8'b11111101;
       3'b010 :en_s = 8'b11111011;
       3'b011 :en_s = 8'b11110111;
       3'b100 :en_s = 8'b11101111;
       3'b101 :en_s = 8'b11011111;
       3'b110 :en_s = 8'b10111111;
       3'b111 :en_s = 8'b01111111;
    endcase
xval = data_reg*2;
xval = xval/100;
if(xval%10>3)begin key_1 = 1;key_2 = 0;end else begin key_2 = 1;key_1 = 0;end
if(key_1)begin
	case(en_s)
		8'b1111_1110:dataout=8'b00000000;
		8'b1111_1101:dataout=8'b01100110;
		8'b1111_1011:dataout=8'b01100110;
		8'b1111_0111:dataout=8'b00000000;
		8'b1110_1111:dataout=8'b10000001;
		8'b1101_1111:dataout=8'b10000001;
		8'b1011_1111:dataout=8'b01000010;
		8'b0111_1111:dataout=8'b00111100;
	 endcase
	end
	if(key_2)begin
	case(en_s)
		8'b1111_1110:dataout=8'b00000000;
		8'b1111_1101:dataout=8'b01100110;
		8'b1111_1011:dataout=8'b01100110;
		8'b1111_0111:dataout=8'b00000000;
		8'b1110_1111:dataout=8'b00111100;
		8'b1101_1111:dataout=8'b01000010;
		8'b1011_1111:dataout=8'b10000001;
		8'b0111_1111:dataout=8'b10000001;
	 endcase
	end
end
 always @(posedge clk )     
 begin
  count<=count+1;
  if(count==250000)
  begin
   count<=0;
   lcd_clk<=~lcd_clk;
  end
 end
 always @(posedge clk or negedge rst ) 
 begin
  if(!rst)
  begin
   shi<=0;fen<=0;miao<=0;
   count1<=0;
  end
  else
  begin
   en_sel<=1;
   two_7<= (shi/10)+8'b00110000;
   two_8<= (shi%10)+8'b00110000;
   two_10<=(fen/10)+8'b00110000;
   two_11<=(fen%10)+8'b00110000;
   two_13<=(miao/10)+8'b00110000;
   two_14<=(miao%10)+8'b00110000;
   count1<=count1+1'b1;
   if(count1==49999999)   
   begin
    count1<=0;
    miao<=miao+1;
    if(miao==59)
    begin
     miao<=0;
     fen<=fen+1;
     if(fen==59)
     begin
      fen<=0;
      shi<=shi+1;
      if(shi==23)
      begin
       shi<=0;
      end
     end
    end
   end
  end   
 end
endmodule
### flow/run.sh
#!/bin/bash
# OpenROAD 26Q1-2900-gdf79404cd8, Yosys 0.63+post, stock flow scripts
make -C /OpenROAD-flow-scripts/flow DESIGN_CONFIG=/design/flow/config.mk WORK_HOME=/design/flow/orfs finish
### flow/config.mk
export PLATFORM = sky130hd
export DESIGN_NAME = exam5
export DESIGN_NICKNAME = exam5
export VERILOG_FILES = /design/flow/design.v
export SDC_FILE = /design/flow/constraint.sdc
export NUM_CORES = 4
export LEC_CHECK = 1
export CORE_UTILIZATION = 50
### flow/constraint.sdc
current_design exam5

set clk_period 6.9
set clk_io_pct 0.2

create_clock -name clk0 -period $clk_period [get_ports {clk}]

set non_clock_inputs [all_inputs -no_clocks]
set_input_delay [expr $clk_period * $clk_io_pct] -clock clk0 $non_clock_inputs
set_output_delay [expr $clk_period * $clk_io_pct] -clock clk0 [all_outputs]
==> qor.csv <==
stage;metric;value;unit
route;DRC;0;
final_timing;fin crit share;48.5;%
yosys;top cells, area;dfxtp_1 33%, dfrtp_1 13%, xnor2_1 7.3%;
die;io pins;33;
yosys;Synth Flop Type;dfxtp_1;
clock_tree;root buffer cell;clkbuf_8;
layout;max FFs per register;32;
yosys;Yosys warning total;4;
final_timing;# setup viols final;0;
die;die x size;96.0;um
layout;fill count;729;
layout;Area Overhead vs Synth;11.9;%
route;drt wl/cell;12.8;um
power_and_ir_drop;P_int;0.593;mW
yosys;Flops after synth;101;
layout;Top reg by flops;count;
final_timing;Peak Freq;299;MHz
die;Die H;96.0;um
placement;RePlAce Congestion;0.827;
route;Pre-antenna DRT Iters;4;
grt;initial antenna violation count;0;
power_and_ir_drop;clock network power share;42.3;%
route;initial drt markers;48;
setup_path;Reg2Reg Launch Point;cnt_scan[5];
route;via count;3189;
die;floorplan utilization;52.7;%
yosys;post-synthesis instance area;4420;um^2
job;tool warnings;33;
final_timing;endpoints left unconstrained;31;
die;chip area;9210;um^2
yosys;post-synthesis async set-or-reset flop share;22.8;%
setup_path;cells on worst reg2reg path;5;
clock_tree;hold buffer count at CTS;0;
grt;grt ovf;0;
final_timing;Final Max Tran Viols;0;
yosys;largest area contributor in the netlist;dfxtp_1;
clock_tree;Worst-path clk slew;70;ps
layout;share of cells above drive strength 1;7.02;%
yosys;share of the synthesized area in the top cell type;32.6;%
grt;largest net degree at the start of global routing;33;
clock_tree;CTS buffer count;9;
route;Antenna Cells;0;
power_and_ir_drop;Pleak;1.88;nW
clock_tree;Resize count post-CTS;0;
route;Total Routed Length;7550;um
power_and_ir_drop;switching part of the total;21.9;%
grt;vias in the first global route;2912;
setup_path;CP arrival;3570;ps
yosys;Cells after Synth;455;
clock_tree;CTS tree;built;
route;vias per cell;5.41;
setup_path;CP max FO;32;
final_timing;Slew HR;43.0;%
die;Core Rows;33;
yosys;Yosys cell types;60;
worst_hold_path;Hold EP;en_s[1];
final_timing;Worst-Margin Slew;852;ps
setup_path;slowest cell on the critical path;inv_1;
clock_tree;clk ins delay skew pair;340;ps
setup_path;Worst R2R Setup Slack;4560;ps
setup_path;Required @ worst endpoint;7120;ps
yosys;Post-synth EDFFs;1;
placement;dpl cell area;4740;um^2
layout;biggest regs;count x32, cnt_scan x16, delay x16;
job;number of max-cap violations;0;
placement;Port Buf Inserts;26;
power_and_ir_drop;Max IR drop VDD;0.148;mV
setup_path;Setup CP Type;in2reg;
layout;Final Cell Area;4940;um^2
final_timing;RSZ-0062 raised after global routing;false;
power_and_ir_drop;part of the power in combinational logic;1.6;%
final_timing;count of unclocked register or latch pins;28;
route;Antenna Nets Post-Route;0;
yosys;# Cells Yosys;455;
power_and_ir_drop;power density cells;154;nW/um^2
setup_path;endpoint class of the critical path;register;
final_timing;clk_skew;13.0;ps
final_timing;worst hold slack;433;ps
grt;Total GRT Usage;18.6;%
placement;dpl hpwl;5240;um
final_timing;Final Hold Viols;0;
final_timing;final setup TNS;0;ps
setup_path;Worst path max stage delay;440;ps
grt;first-pass GRT wire length;13100;um
power_and_ir_drop;Flop pwr share;56.1;%
die;Core Footprint;8380;um^2
clock_tree;postcts setup bufs;0;
setup_path;type of origin of the critical path;input port;
outcome;outcome;complete, no violations;
worst_hold_path;hold path depth;0;
setup_path;crit path cell chain;clkdlybuf4s50_1 > buf_4 > inv_1 > nor2_1 > mux2i_1 > clkinv_1 > or3_1;
clock_tree;CTS Buffer Depth;2;
worst_hold_path;min-delay worst type;reg2reg;
yosys;Chip Area, Yosys;4420;um^2
power_and_ir_drop;switching pwr;0.166;mW
final_timing;min Tclk post-route;3350;ps
setup_path;CP startpoint;rst;
clock_tree;H-tree Lvls;3;
yosys;Syn Area/Cell;9.70;um^2
[worst max path at each step]
stage	slack, ps	to
CTS	3520	register
global route	3360	register
finish	3550	register
[final cells by class]
| cell class | instances | area, um^2 | share of cell area, % |
|---|---|---|---|
| tap | 105 | 131 | 2.66 |
| clock buffer | 11 | 163 | 3.29 |
| multi-input combinational | 309 | 2100 | 42.5 |
| inverter | 30 | 113 | 2.28 |
| clock inverter | 5 | 35.0 | 0.709 |
| sequential | 101 | 2120 | 43.0 |
| timing repair buffer | 28 | 275 | 5.57 |
[power by group through the flow]
stage	Clock, mW	Sequential (mW)	Combinational [mW]
CTS	0.334	0.425	0.0131
global route	0.353	0.426	0.0143
finish	0.321	0.425	0.0125
[metrics by stage]
stage	cells	total power, mW	worst slack, ps	util (%)
floorplan	457	0.440	4450	-
global placement	573	0.448	3270	56.6
detailed placement	573	0.448	3180	56.6
CTS	589	0.773	3520	58.9
global route	589	0.793	3360	58.9
finish	589	0.759	3550	58.9
[per-layer routing]
metal / part of all wire, % / vias up / GRT usage [%]
met1: 52 / 1495 / 28.9
met2: 45 / 32 / 29.3
met5: 0 / - / 0
li1: - / 1660 / -
met4: 0.45 / 0 / 1.24
met3: 2.7 / 2 / 3.86
[worst max-delay path: cells and delay by family]
family	cells	cell delay (ps)
buffers and inverters	4	1320
and+or+nand+nor	2	490
muxes	1	370
[cells by family after synthesis]
group                      synth area share [%]
and+or+nand+nor                            26.0
DFF                                        46.4
xor gates and xnor gates                   9.52
buffers and inverters                      4.53
AOI/OAI and AO/OA                          6.09
adders and majority gates                  2.78
muxes                                      2.98
latches                                    1.70
other                                    0.0849
[synthesized netlist by cell type, drive strengths merged, types with 6 or more instances]
library cell / instances
a21oi: 12
nor2: 35
xor2: 11
dfxtp: 72
inv: 29
o21ai: 9
mux2: 7
nand3: 25
nand4: 19
nor4: 18
or3: 8
dfrtp: 23
xnor2: 37
buf: 9
nor3: 18
nand3b: 6
and4: 9
nand2: 27
ha: 9
clkbuf: 8
and3: 8
[layout by cell type, fill, tap and decap left out, types with 3 or more instances in the layout]
cell | Yosys | layout
a21oi_1 | 12 | 12
dfrtp_1 | 23 | 23
nor2_1 | 35 | 35
nand2_1 | 27 | 27
nor4b_1 | 3 | 3
and3_1 | 8 | 8
o21ai_0 | 9 | 9
xor2_1 | 11 | 11
nand3b_1 | 6 | 6
a32oi_1 | 4 | 4
clkdlybuf4s50_1 | 0 | 26
and4_1 | 9 | 9
conb_1 | 1 | 3
inv_1 | 29 | 29
mux2_4 | 5 | 5
or4_1 | 3 | 3
nand4_1 | 18 | 18
nor2b_1 | 3 | 3
nand3_1 | 24 | 24
xnor2_1 | 37 | 37
nor3_1 | 18 | 18
or3_1 | 8 | 8
dfxtp_1 | 72 | 72
dlxtn_1 | 3 | 3
nand4b_1 | 3 | 3
nor4_1 | 15 | 15
o31ai_1 | 5 | 5
clkbuf_8 | 0 | 10
ha_1 | 9 | 9
Power figures rest on the tool's default switching activity, not on a simulated workload.
