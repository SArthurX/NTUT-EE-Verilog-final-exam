[design/flow/config.mk]
export PLATFORM = sky130hd
export DESIGN_NAME = exam1
export DESIGN_NICKNAME = exam1
export VERILOG_FILES = /design/flow/design.v
export SDC_FILE = /design/flow/constraint.sdc
export NUM_CORES = 4
export LEC_CHECK = 1
export CORE_UTILIZATION = 50
[design/flow/constraint.sdc]
current_design exam1

set clk_period 4.1
set clk_io_pct 0.2

create_clock -name clk0 -period $clk_period [get_ports {clk}]

set non_clock_inputs [all_inputs -no_clocks]
set_input_delay [expr $clk_period * $clk_io_pct] -clock clk0 $non_clock_inputs
set_output_delay [expr $clk_period * $clk_io_pct] -clock clk0 [all_outputs]
[design/flow/design.v]
module exam1(rst,key_in,clk,rw,rs,en,data,intr_n,cs_n,rd_n,wr_n,data_reg,adata,key);
 input clk,rst;
 input[7:0] adata;
 input intr_n;
 output cs_n,rd_n,wr_n;
 output rs,en,rw;
 output reg[7:0] data;
 output reg[7:0] data_reg;
 input [1:0]key_in;
 output key=0;
 reg rs,en_sel;
 reg [7:0] shi,fen,miao;
 reg [31:0]count,count1; 
 reg lcd_clk;
 reg [7:0] one_1,one_2,one_3,one_4,one_5,one_6,one_7,one_8,one_9,one_10,one_11,one_12,one_13,one_14,one_15,one_16;
 reg [7:0] two_1,two_2,two_3,two_4,two_5,two_6,two_7,two_8,two_9,two_10,two_11,two_12,two_13,two_14,two_15,two_16;
 reg [7:0] next,xianshi,two;
 reg[1:0] idle,start,start_wait,convert,acurrent_state,anext_state;
 reg[15:0] delay;
 reg cs_n,rd_n,wr_n;
 reg read_flag;
 integer xval; 
 reg flag=1;
 parameter state0  =8'h00,
    state1  =8'h01, 
    state2  =8'h02,
    state3  =8'h03,  
    state4  =8'h04,  
    state5  =8'h05, 
    scan =8'h06,  
    nul  =8'h07; 
 parameter data0  =8'h10, 
    data1  =8'h11,
    data2  =8'h12,
    data3  =8'h13,
    data4  =8'h14,
    data5  =8'h15,
    data6  =8'h16,
    data7  =8'h17,
    data8  =8'h18,
    data9  =8'h19,
    data10  =8'h20,
    data11  =8'h21,
    data12  =8'h22,
    data13  =8'h23,
    data14  =8'h24,
    data15  =8'h25,
    data16  =8'h26,
    data17 =8'h27,
    data18 =8'h28,
    data19 =8'h29,
    data20 =8'h30,
    data21  =8'h31,
    data22  =8'h32,
    data23  =8'h33,
    data24  =8'h34,
    data25  =8'h35,
    data26  =8'h36,
    data27  =8'h37,
    data28  =8'h38,
    data29  =8'h39,
    data30  =8'h40,
    data31  =8'h41;
 initial       
 begin
   one_1<="H"; one_2<="E"; one_3<="L"; one_4<="L"; one_5<="O"; one_6<=" "; one_7<="A"; one_8<="D";
   one_9<="C";one_10<=":";one_11<=" ";one_12<=".";one_13<=" ";one_14<=" ";one_15<="V";one_16<=" ";
   two_1<="C"; two_2<="l"; two_3<="o"; two_4<="c"; two_5<="k"; two_6<=":"; two_7<=" "; two_8<=" ";
   two_9<="-";two_10<=" ";two_11<=" ";two_12<="-";two_13<=" ";two_14<=" ";two_15<=" ";two_16<=" "; 
   shi<=0;fen<=0;miao<=0;
 end
   always @ (posedge lcd_clk or negedge rst) begin
              if(!rst) begin
                     acurrent_state <= 0;     
                     delay <= 0;
                     data_reg  <= 0;
                     end
              else begin
                     case(acurrent_state)
                            idle: begin
                             if(delay<10) begin
                               delay <= delay+1; end                                  
                              else begin
                                  acurrent_state <= anext_state;                                    
                                  delay <= 0; end
                                          end
                            start:  begin
                                acurrent_state <= anext_state;
                                end
                            start_wait: begin
                               acurrent_state <= anext_state;
                               end
                           convert:  begin
                               if(delay<2) begin
                                 delay <= delay+1; end
                                  else begin
                                    data_reg <= adata;
                                    acurrent_state <= anext_state;
                                    delay <= 0; end
                                    end
                            default: ;
                            endcase
                     end
       end 
       always @ (acurrent_state or intr_n or rst) begin
              if(!rst) begin
                     idle <= 0;
                     start <= 1;
                     start_wait <= 2;
                     convert <= 3;      
                     read_flag <= 0;
                    end
              else begin
                     case (acurrent_state)
                            idle: begin
                                   cs_n <= 1;
                                   wr_n <= 1;
                                   rd_n <= 1;
                                   read_flag <= 0;
                                   anext_state <= start; end
                            start: begin
                                   cs_n <= 0;
                                   wr_n <= 0;
                                   rd_n <= 1;
                                   read_flag <= 0;
                                   anext_state <= start_wait; end
                            start_wait: begin
                                   wr_n <= 1;
                                   cs_n <= 1;
                                   rd_n <= 1;
                                   read_flag <= 0;
                         if(!intr_n)       anext_state <= convert;
                           else anext_state <= start_wait;
                                   end
                            convert: begin
                                   cs_n <= 0;
                                   rd_n <= 0;
                                   wr_n <= 1;
                                   read_flag <= 1;
                                  anext_state <= idle; end
                            default: anext_state <= idle;
                            endcase
                     end
       end 
       always @(posedge clk) begin
        xval = data_reg*2;
        case (xval%10) 
0 : one_14 = 8'h30;
1 : one_14 = 8'h31;
2 : one_14 = 8'h32;
3 : one_14 = 8'h33;
4 : one_14 = 8'h34;
5 : one_14 = 8'h35;
6 : one_14 = 8'h36;
7 : one_14 = 8'h37;
8 : one_14 = 8'h38;
9 : one_14 = 8'h39;
endcase;
xval = xval/10;
case (xval%10) 
0 : one_13 = 8'h30;
1 : one_13 = 8'h31;
2 : one_13 = 8'h32;
3 : one_13 = 8'h33;
4 : one_13 = 8'h34;
5 : one_13 = 8'h35;
6 : one_13 = 8'h36;
7 : one_13 = 8'h37;
8 : one_13 = 8'h38;
9 : one_13 = 8'h39;
endcase;
xval = xval/10;
case (xval%10) 
0 : one_11 = 8'h30;
1 : one_11 = 8'h31;
2 : one_11 = 8'h32;
3 : one_11 = 8'h33;
4 : one_11 = 8'h34;
5 : one_11 = 8'h35;
6 : one_11 = 8'h36;
7 : one_11 = 8'h37;
8 : one_11 = 8'h38;
9 : one_11 = 8'h39;
endcase;
end
 always @(posedge clk ) 
 begin
  count<=count+1;
  if(count==250000)
  begin
   count<=0;
   lcd_clk<=~lcd_clk;
  end
 end
 always @(posedge clk or negedge rst )
 begin
  if(!rst)
  begin
   shi<=0;fen<=0;miao<=0;
   count1<=0;
  end
  else
  begin
   en_sel<=1;
   two_7<= (shi/10)+8'b00110000;
   two_8<= (shi%10)+8'b00110000;
   two_10<=(fen/10)+8'b00110000;
   two_11<=(fen%10)+8'b00110000;
   two_13<=(miao/10)+8'b00110000;
   two_14<=(miao%10)+8'b00110000;
   if(key_in == 2'b10)flag=1; 
   if(key_in == 2'b01)flag=0;
   if(flag)count1<=count1+1'b1;
   if(count1==49999999)
   begin
    count1<=0;
    miao<=miao+1;
    if(miao==59)
    begin
     miao<=0;
     fen<=fen+1;
     if(fen==59)
     begin
      fen<=0;
      shi<=shi+1;
      if(shi==23)
      begin
       shi<=0;
       end
      end
     end
    end
   end
  end 
 always @(posedge lcd_clk  )
 begin
   case(next)
    state0 :
     begin rs<=0; data<=8'h38; next<=state1; end   
    state1 :
     begin rs<=0; data<=8'h0e; next<=state2; end
    state2 :
     begin rs<=0; data<=8'h06; next<=state3; end
    state3 :
     begin rs<=0; data<=8'h01; next<=state5; end 
    state4 :
     begin rs<=0; data<=8'h80; next<=data0; end 
    data0 :
     begin rs<=1; data<=one_1; next<=data1 ; end
    data1 :
     begin rs<=1; data<=one_2; next<=data2 ; end
    data2 :
     begin rs<=1; data<=one_3; next<=data3 ; end
    data3 :
     begin rs<=1; data<=one_4; next<=data4 ; end
    data4 :
     begin rs<=1; data<=one_5; next<=data5 ; end
    data5 :
     begin rs<=1; data<=one_6; next<=data6 ; end
    data6 :
     begin rs<=1; data<=one_7; next<=data7 ; end
    data7 :
     begin rs<=1; data<=one_8; next<=data8 ; end
    data8 :
     begin rs<=1; data<=one_9; next<=data9 ; end
    data9 :
     begin rs<=1; data<=one_10; next<=data10 ; end
    data10 :
     begin rs<=1; data<=one_11; next<=data11 ; end
    data11 :
     begin rs<=1; data<=one_12; next<=data12 ; end
    data12 :
     begin rs<=1; data<=one_13; next<=data13 ; end
    data13 :
     begin rs<=1; data<=one_14; next<=data14 ; end
    data14 :
     begin rs<=1; data<=one_15; next<=data15 ; end
    data15 :
     begin rs<=1; data<=one_16; next<=state5 ; end
    state5:  
     begin rs<=0;data<=8'hC0; next<=data16; end 
    data16 :
     begin rs<=1; data<=two_1; next<=data17 ; end
    data17 :
     begin rs<=1; data<=two_2; next<=data18 ; end
    data18 :
     begin rs<=1; data<=two_3; next<=data19 ; end
    data19 :
     begin rs<=1; data<=two_4; next<=data20 ; end
    data20 :
     begin rs<=1; data<=two_5; next<=data21 ; end
    data21 :
     begin rs<=1; data<=two_6; next<=data22 ; end
    data22 :
     begin rs<=1; data<=two_7; next<=data23 ; end
    data23 :
     begin rs<=1; data<=two_8; next<=data24 ; end
    data24 :
     begin rs<=1; data<=two_9; next<=data25 ; end
    data25 :
     begin rs<=1; data<=two_10; next<=data26 ; end
    data26 :
     begin rs<=1; data<=two_11; next<=data27 ; end
    data27 :
     begin rs<=1; data<=two_12; next<=data28 ; end
    data28 :
     begin rs<=1; data<=two_13; next<=data29 ; end
    data29 :
     begin rs<=1; data<=two_14; next<=data30 ; end
    data30 :
     begin rs<=1; data<=two_15; next<=data31 ; end
    data31 :
     begin rs<=1; data<=two_16; next<=scan ; end
    scan :  
    begin
     next<=state5;
    end
    default:   next<=state0;
   endcase
 end
 assign en=lcd_clk && en_sel;
 assign rw=0;
endmodule
[design/flow/run.sh]
#!/bin/bash
# OpenROAD 26Q1-2900-gdf79404cd8, Yosys 0.63+post, stock flow scripts
make -C /OpenROAD-flow-scripts/flow DESIGN_CONFIG=/design/flow/config.mk WORK_HOME=/design/flow/orfs finish
==> impl_metrics.json <==
{
  "setup_ws_ns": -0.0208,
  "maxSlewHeadroom": 0.435,
  "finalHoldWorstSlack_ns": 0.399,
  "critPathCaptureType": "flop",
  "port_buffers": 33,
  "tritoncts_clock_tree": "done",
  "antenna_found_initial": 0,
  "top_regs": "count1 x32, count x32",
  "worstMarginPinSlew_ns": 0.837,
  "hold_violations": 0,
  "number_of_maximum_capacitance_constraint_violations": 0,
  "fin_crit_ns": 4.12,
  "rows": 60,
  "synthTopCellsByCount": "sky130_fd_sc_hd__nor2_1 (182), sky130_fd_sc_hd__nand2_1 (166), sky130_fd_sc_hd__o21ai_0 (104)",
  "comb_power_share": 0.035,
  "final_layout_size_suffix_gt1_frac": 0.141,
  "clock_insertion_delay_worst_skew_ns": 0.42,
  "final-setup-viol-count": 3,
  "synth-edff-count": 69,
  "power.clock.fraction": 0.471,
  "cts_bufs_inserted": 17,
  "cp_data_required_time_ns": 4.26,
  "critical_path_buf_inv_count": 1,
  "unclocked_pins": 47,
  "tns_ns": -0.0281,
  "yosys_warnings": 1,
  "cp_max_fo": 4,
  "cts.root.buffer_cell": "sky130_fd_sc_hd__clkbuf_16",
  "dominantRegCellSynth": "sky130_fd_sc_hd__dfrtp_1",
  "int_power_w": 0.00246,
  "grt_first_pass_wirelength_um": 56200,
  "grt_setup_unrepaired": "yes",
  "detail-route-antenna-nets": 0,
  "yosys.cell_types.count": 90,
  "critPathArrivalTime_ns": 4.29,
  "report.final.slew_viol_count": 0,
  "clkTransAtPathRegs_ns": 0.07,
  "syn-cell-area_mm2": 0.0137,
  "power_switching_w": 0.000814,
  "stdcell_area_mm2": 0.0160,
  "netlist_top_cells_area": "sky130_fd_sc_hd__edfxtp_1 (15%), sky130_fd_sc_hd__dfrtp_1 (15%), sky130_fd_sc_hd__dfxtp_1 (5.7%)",
  "p_leak_nw": 6.09,
  "placeableCoreArea_mm2": 0.0270,
  "cpPeakStageDelay_ns": 0.41,
  "synth.ff_latch_count": 195,
  "vias": 12300,
  "postCtsHoldBufs": 0,
  "total_congestion_overflow_after_global_routing": 0,
  "via_per_inst": 5.89,
  "hold_path.class": "in -> async",
  "critical-path-top-cell-by-count": "sky130_fd_sc_hd__ha_2",
  "first_global_vias": 11200,
  "worstSetupStartpointType": "flop",
  "grt_start_max_net_pins": 74,
  "synth-cells-yosys": 1658,
  "firstDrtPassIters": 5,
  "finalCritPeriodShare": 1.01,
  "switching_fraction_of_total_power": 0.249,
  "max-vdd-ir-drop_mv": 0.264,
  "drt_wl_cell_um": 16.1,
  "synth_largest_type_area_fraction": 0.151,
  "synth_async_sr_flop_share": 0.421,
  "yosys.cell_count.top_type": "sky130_fd_sc_hd__nor2_1",
  "timing.setup.critical_path_class": "reg -> reg",
  "gp_routability_congestion": 0.943,
  "totalPowerFinal_w": 0.00327,
  "openroad.warnings": 49,
  "worst_path_dominant_cell_family": "AND-OR/OR-AND gates",
  "pin_count": 36,
  "globalRouteTotalUtil": 0.251,
  "chip_area_mm2": 0.0281,
  "crit_slowest_cell": "sky130_fd_sc_hd__dfrtp_1",
  "cts-root-to-sink-buffers": 2,
  "standard_cell_area_after_detailed_placement_mm2": 0.0150,
  "cts_htree_levels": 4,
  "failed_checks": "negative setup slack",
  "final.fill_count": 2291,
  "post_synth.cell_area_avg_um2": 8.28,
  "power_density_mw_per_mm2": 204,
  "fmax_ghz": 0.243,
  "unconstrained_endpoints": 95,
  "run_status": "finished with violations",
  "area.growth.synth_to_final_pct": 16.7,
  "pre_cts_ws_ns": -0.0470,
  "fp-utilization": 0.509,
  "worst_clock_skew_ns": 0.0119,
  "detail_route.drc_violations": 0,
  "cells_along_the_critical_path": "nor2_4, inv_2, ha_4, nand2b_4, o21a_1, a21oi_4, maj3_2, mux2i_1, o32ai_2, a211o_4, nor3_4, xor2_2, ha_2, nand2_2, a21o_1, a311oi_2, nand3_1, o21ai_2, a211oi_2, ha_2, xor2_1",
  "ys_chip_area_mm2": 0.0137,
  "chipWidth_um": 168,
  "place.detailed.hpwl_um": 23900,
  "drt_iter0_markers": 851,
  "fp.dieH_um": 168,
  "share_seq_of_total_power": 0.495,
  "post_synth_inst_count": 1658,
  "route.antenna.diode_count": 0,
  "finalWirelength_um": 33500,
  "cell_type_with_the_largest_total_area": "sky130_fd_sc_hd__edfxtp_1"
}
## worst register-to-register path: stages, from the launching register on
cell,delay (ns)
sky130_fd_sc_hd__dfrtp_1,0.41
sky130_fd_sc_hd__nor2_4,0.13
sky130_fd_sc_hd__inv_2,0.06
sky130_fd_sc_hd__ha_4,0.28
sky130_fd_sc_hd__nand2b_4,0.13
sky130_fd_sc_hd__o21a_1,0.16
sky130_fd_sc_hd__a21oi_4,0.05
sky130_fd_sc_hd__maj3_2,0.34
sky130_fd_sc_hd__mux2i_1,0.17
sky130_fd_sc_hd__o32ai_2,0.11
sky130_fd_sc_hd__a211o_4,0.29
sky130_fd_sc_hd__nor3_4,0.16
sky130_fd_sc_hd__xor2_2,0.18
sky130_fd_sc_hd__ha_2,0.22
sky130_fd_sc_hd__nand2_2,0.06
sky130_fd_sc_hd__a21o_1,0.17
sky130_fd_sc_hd__a311oi_2,0.29
sky130_fd_sc_hd__nand3_1,0.15
sky130_fd_sc_hd__o21ai_2,0.09
sky130_fd_sc_hd__a211oi_2,0.06
sky130_fd_sc_hd__ha_2,0.19
sky130_fd_sc_hd__xor2_1,0.15
## power by group through the flow
| stage | registers [W] | logic [W] | clock network (W) |
|---|---|---|---|
| 5_1_grt | 0.00162 | 0.000130 | 0.00165 |
| 6_report | 0.00162 | 0.000113 | 0.00154 |
| 4_1_cts | 0.00162 | 0.000115 | 0.00159 |
## metrics by stage
stage | std cells | utilization
4_1_cts | 2074 | 0.584
5_1_grt | 2081 | 0.594
2_1_floorplan | 1665 | -
3_3_place_gp | 2028 | 0.556
6_report | 2081 | 0.594
3_5_place_dp | 2028 | 0.556
## placed cells by master (no fill, tap or decap), drive strengths merged, types with 24 or more instances in the layout
cell type,netlist,final
a21oi,87,87
and3,29,29
buf,20,99
clkdlybuf4s50,0,32
dfrtp,82,82
dfxtp,39,39
edfxtp,69,69
ha,40,40
inv,69,77
nand2,166,166
nand2b,28,28
nand3,58,58
nand4,31,31
nor2,182,182
nor3,59,59
nor4,27,27
o21ai,105,105
or3,24,24
xnor2,82,82
xor2,33,33
## per-layer routing
metal	GRT usage	wire [um]
met5	0	0
met2	0.379	15000
met4	0.0379	494
met3	0.0339	1560
met1	0.409	16400
## layout make-up
cell class                      instances  area (um2)  area share
Multi-Input combinational cell       1308        8630       0.539
Timing Repair Buffer                  131        1090      0.0679
Clock inverter                         15         178      0.0111
Sequential cell                       195        4980       0.311
Tap cell                              341         427      0.0266
Inverter                               74         285      0.0178
Clock buffer                           17         425      0.0266
## final timing paths
kind	from	to	slack, ns	depth (start not counted)
min in group clk0	count[18]	count[18]	0.48	1
worst max-delay path	fen[5]	two_11[6]	-0.02	21
worst max register to register	fen[5]	two_11[6]	-0.02	21
max in group asynchronous	rst	fen[7]	2.97	2
worst min-delay path	rst	fen[3]	0.40	1
worst min register to register	count[18]	count[18]	0.48	1
## repair_timing
action | CTS | global route
resized | 10 | 47
pin swaps | 18 | 32
buffers inserted | 14 | 8
endpoints found under the setup margin | 5 | 11
## cells by family (layout without fill, tap and decap cells)
logic type,Yosys count,in the layout,synth area share
AND-OR/OR-AND,410,410,0.198
other,2,9,0.000547
adder cells (fa/ha/maj),52,52,0.0452
buffers and inverters,162,237,0.0484
AND/OR/NAND/NOR,692,692,0.248
latches,5,5,0.00547
flip-flops,190,190,0.357
XOR/XNOR,115,115,0.0734
multiplexers,30,30,0.0231
Power figures rest on the tool's default switching activity, not on a simulated workload.
